**/design/flow/design.v**
```verilog
module alu (input_a, input_b, opcode, output_z, output_data);
	input [63:0] input_a;
	input [63:0] input_b;
	input [3:0] opcode;
	output reg [63:0]output_data;
	output output_z;
assign output_z = output_data ? 0 : 1 ;
always @(*)begin
	output_data = 64'hz;
	case(opcode)
		4'b0000: output_data = input_a & input_b;
		4'b0001: output_data = input_a | input_b;
		4'b0010: output_data = input_a + input_b;
		4'b0110: output_data = input_a - input_b;
	endcase
end
endmodule
```
**/design/flow/run.sh**
```bash
#!/bin/bash
# OpenROAD 26Q1-2900-gdf79404cd8, Yosys 0.63+post, stock flow scripts
make -C /OpenROAD-flow-scripts/flow DESIGN_CONFIG=/design/flow/config.mk WORK_HOME=/design/flow/orfs finish
```
**/design/flow/config.mk**
```make
export PLATFORM = sky130hd
export DESIGN_NAME = alu
export DESIGN_NICKNAME = alu
export VERILOG_FILES = /design/flow/design.v
export SDC_FILE = /design/flow/constraint.sdc
export NUM_CORES = 4
export LEC_CHECK = 1
export CORE_UTILIZATION = 40
```
**/design/flow/constraint.sdc**
```tcl
current_design alu

set clk_period 44.6
set clk_io_pct 0.2

create_clock -name clk0 -period $clk_period

set non_clock_inputs [all_inputs -no_clocks]
set_input_delay [expr $clk_period * $clk_io_pct] -clock clk0 $non_clock_inputs
set_output_delay [expr $clk_period * $clk_io_pct] -clock clk0 [all_outputs]
```
==> results.txt <==
Implementation results.

The run finished with clean final reports. Post-route period utilization is reported as 58.64%. The number of maximum-capacitance violations is 0. The largest area contributor in the netlist is ha_1. The data required time of the critical path is 35.68 ns.

The worst setup path is of the input port to output port kind. The area growth from synthesis to layout is 28.25%. For the worst setup path, the data arrival time is 17.24 ns. After synthesis, flip-flops and latches occupy 0% of the total area. Sequential cells account for 0% of the total power.

The placed cell area is 9423 um^2. The worst setup path is launched from an input port. According to the report, the first pass of detailed routing completed in 5 iterations.

The total negative setup slack is 0 ns. Once iteration 0 of detailed routing completed, the report listed 872 DRC markers. For this run, the script counts the antenna cells in the layout as 0. The ratio of total power to cell area is 13.94 nW/um^2.

The slowest cell on the critical path is nor4b_1. A synthesized cell averages 6.456 um^2. The number of placement rows is 49. Overall routing resource usage recorded by global route was 33.44%. STA classifies the critical path endpoint as an output port.

The filler cell count in the final layout is 1838. Setup repair after global routing left no endpoint under its margin. The total of warnings raised by yosys is 2. Sorting the synthesized cells by area gives the leading types as ha_1 11%, a21o_1 7.9%, a21oi_1 7.4%. Summed over all layers, the global routing overflow is 0.

The cell repeated most along the worst path is nand2_1. In the synthesized netlist, the cells that appear most often are 108 x a21oi_1, 107 x nand2_1, 104 x o21ai_0, 77 x a21o_1, 66 x ha_1. The clock period could shrink to 26.16 ns.

The height of the die is 137.5 um. The leakage power summed over all cells is 0.003767 uW. The number of standard cells reported by yosys is 1138. The report lists the number of cells resized after CTS as 0. Among cell families on the critical path, the largest total delay comes from simple AND/OR/NAND/NOR gates. The clock tree buffer count of the final layout is 0. The share of power burned in the clock network is 0%. Combinational logic is responsible for 100.0% of the overall power.

The internal power of the cells totals 58.89 uW. The synthesized netlist handed to floorplanning was reported with a cell count of 1138. The wire length of the first global-routing pass is 47.80 mm.

The share of the core filled by cells before placement is 40.90%. Summed over all nets, the switching power comes to 72.50 uW. Per the synthesis report, the single largest cell type by area occupies 11.24% of cell area.

In this run switching power makes up 55.18% of total power. Listed in order, past its start point the critical path passes clkdlybuf4s50_1 -> or4_1 -> nor4b_1 -> and2_1 -> nand2_1 -> nor3_1 -> nand2_1 -> o31ai_1 -> xor2_1 -> ha_1 -> nand4_1 -> nor4_1 -> nand2_1 -> o21ai_0 -> o41a_1 -> nand2_1 -> nor4_1 -> or4b_1 -> or4_1 -> or3_1 -> nor4b_2 -> clkdlybuf4s50_1. The final-report setup violation count is 0. The post-CTS setup-driven buffer insertion count is 0.

Using the TritonRoute via totals, the vias-per-cell ratio works out to 6.350. The routed design shows a wire length per standard cell of 21.19 um. The logs give a warning total of 36.

The area inside the core boundary is 17960 um^2. The synthesized chip area reported by yosys is 7347 um^2. The initial antenna violation count is 1. OpenSTA, run right after detailed placement, puts the worst setup slack at 18.64 ns. The largest stage delay on the critical path is 0.78 ns.

The transition time of the tightest slew-check pin is 0.8995 ns. The slack of the critical path is 18.44 ns. The number of remaining DRC errors is 0.

According to the I/O placement log, the pin count is 197. In the post-synthesis netlist, the cell with the most instances is a21oi_1. As logged by OpenROAD, the buffers inserted on ports number 197.

Pins over their slew limit in the final report were tallied at 0. The total buffers and inverters traversed by the critical path is 2. The netlist uses 70 different library cells. The congestion estimate from routability-driven global placement came to 1.015. The overall chip area is 18910 um^2. The area taken by flip-flops and latches is 0 um^2.

Summing over every cut layer, the via total after detailed routing is 9537. The post-DP HPWL is 26.03 mm. The highest clock rate this design can be run at is 38.23 MHz. The die extent in x is 137.5 um.

The remaining antenna violation count is 0. The fraction of final layout cells with drive strength greater than 1 is 2.357%. According to the hold report, the worst path is of the input port to output port type.

The normalized max-slew margin is 39.19%. The final instance area is 9423 um^2. For this block, the routed nets add up to 31.83 mm of wire. The total standard cell area after synthesis is 7347 um^2. The peak supply drop is 0.006382 mV. In this run, post-CTS hold repair placed 0 buffers.

The total count of hold-check failures in the final report is 0. The number of global-route vias before repair is 8584. The critical path maximum fanout is 8. The pin count of the biggest net entering global routing is 118. The design has 0 sequential cells.
[cell usage in the layout (no fill, tap or decap), types with 4 or more instances in the layout]
cell type | synthesis | final
a41oi_1 | 5 | 5
a211oi_1 | 9 | 9
o311ai_0 | 5 | 5
and2_1 | 12 | 12
o2111ai_1 | 5 | 5
o31ai_1 | 21 | 21
o211ai_1 | 22 | 22
nand3b_1 | 4 | 4
nand2b_1 | 13 | 13
nor4_1 | 12 | 12
nor3_1 | 38 | 38
nand4_1 | 39 | 39
a22o_1 | 6 | 6
nor2_1 | 64 | 64
o41ai_1 | 5 | 5
a22oi_1 | 35 | 35
nand3_1 | 23 | 23
a21boi_0 | 5 | 5
or3_1 | 17 | 17
a221oi_1 | 5 | 5
o21bai_1 | 8 | 8
o21a_1 | 21 | 21
ha_1 | 66 | 66
o21ai_0 | 104 | 104
a21oi_1 | 108 | 108
clkdlybuf4s50_1 | 0 | 197
a21o_1 | 77 | 77
xnor2_1 | 52 | 52
buf_4 | 0 | 9
a31oi_1 | 13 | 13
and3_1 | 10 | 10
mux2i_1 | 7 | 7
a2bb2oi_1 | 4 | 4
inv_1 | 23 | 23
xor2_1 | 50 | 50
or2_2 | 8 | 8
nand2_1 | 107 | 107
or4_1 | 15 | 15
[path summary, 6_finish.rpt]
path,start,to,slack [ns],depth (start not counted)
worst max-delay path,input_b[8],output_z,18.44,22
worst min-delay path,input_a[37],output_data[37],18.90,4
[worst min-delay path: cells and delay by family]
family / cells / cell delay [ns]
buffers and inverters: 2 / 0.91
and+or+nand+nor: 2 / 0.16
[final cells by class]
| class | instances | area [um^2] | share of cell area (%) |
|---|---|---|---|
| inverters | 23 | 86.33 | 0.9162 |
| well taps | 229 | 286.5 | 3.041 |
| multi-input cells | 1043 | 6990 | 74.19 |
| repair buffers | 207 | 2059 | 21.86 |
[per-stage QoR]
stage               total power, uW  cells  hold WS (ns)  utilization (%)
floorplan                     75.93   1138         17.89                -
global placement              130.2   1502         18.91            52.46
detailed placement            128.7   1502         18.89            52.46
CTS                           129.7   1502         18.90            52.46
global route                  143.1   1502         18.94            52.46
finish                        131.4   1502         18.90            52.46
[routing by layer]
| metal | wire length (um) | GRT usage (%) |
|---|---|---|
| met2 | 14340 | 54.75 |
| met3 | 2427 | 3.604 |
| met4 | 794 | 7.509 |
| met1 | 14260 | 46.94 |
| met5 | 13 | 0 |
[power groups by stage]
stage / Clock [uW] / Combinational (uW) / Sequential, uW
4_1_cts: 0 / 130 / 0
5_1_grt: 0 / 143 / 0
6_report: 0 / 131 / 0
[kinds of logic (layout without fill, tap and decap cells)]
family | Yosys count | count (layout) | synth area share, %
simple gates | 379 | 379 | 26.38
fa+ha+maj | 67 | 67 | 11.51
mux | 9 | 9 | 1.260
xor+xnor | 102 | 102 | 12.16
compound gates | 486 | 486 | 43.65
buf+inv | 95 | 230 | 5.041
No activity file was given, so power comes from the tool's default toggle rates.
