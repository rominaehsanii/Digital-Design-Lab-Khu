==> /design/flow/design.v <==
module datamemory(clk, input_address, input_data, read, write, output_data);
	input clk;
	input read;
	input write;
	input [63:0] input_address;
	input [63:0] input_data;
	output [63:0] output_data;
	reg [63:0] memory [0:127];
	assign output_data = read ? memory[input_address] : 64'bz;
	always @(posedge clk) begin
		if(write == 1'b1) begin
			memory[input_address] <= input_data;
		end
	end 
endmodule 
==> /design/flow/run.sh <==
#!/bin/bash
# OpenROAD 26Q1-2900-gdf79404cd8, Yosys 0.63+post, stock flow scripts
make -C /OpenROAD-flow-scripts/flow DESIGN_CONFIG=/design/flow/config.mk WORK_HOME=/design/flow/orfs finish
==> /design/flow/config.mk <==
export PLATFORM = sky130hd
export DESIGN_NAME = datamemory
export DESIGN_NICKNAME = datamemory
export VERILOG_FILES = /design/flow/design.v
export SDC_FILE = /design/flow/constraint.sdc
export NUM_CORES = 4
export LEC_CHECK = 1
export CORE_UTILIZATION = 40
export SYNTH_MEMORY_MAX_BITS = 65536
==> /design/flow/constraint.sdc <==
current_design datamemory

set clk_period 125.6
set clk_io_pct 0.2

create_clock -name clk0 -period $clk_period [get_ports {clk}]

set non_clock_inputs [all_inputs -no_clocks]
set_input_delay [expr $clk_period * $clk_io_pct] -clock clk0 $non_clock_inputs
set_output_delay [expr $clk_period * $clk_io_pct] -clock clk0 [all_outputs]
==> impl_metrics.py <==
# Metrics from the implementation run
metrics = {
    "synthesis": {
        "synthArstFlopShare_pct": 0,
        "ys_seq_elements": 8192,
        "top_cells_by_area": "edfxtp_1 79%, a221oi_1 4.6%, mux2i_1 2.5%",
        "ys_cells": 18180,
        "synth_area_um2": 312000,
        "synth_cells": 18180,
        "simple_gate_share_pct": 2.542,
        "yosys.area.top_type": "edfxtp_1",
        "synthMuxAreaShare_pct": 3.623,
        "edf_count": 8192,
        "ys_sh_adder_pct": 0,
        "synth_top_area_share_pct": 78.84,
        "synthFlopType": "edfxtp_1",
        "common_cells": "8192 x edfxtp_1, 1639 x a221oi_1, 1200 x a21oi_1",
        "synthXorXnorAreaFrac_pct": 0,
        "yosys_warnings": 2,
        "ys_sh_aoi_pct": 12.81,
        "ys_seq_share_pct": 78.84,
        "syn-mean-instance-area_um2": 17.16,
        "post-synth-top-count-cell": "edfxtp_1",
        "topCombFamilyByArea": "AND-OR/OR-AND gates",
        "ys_area_um2": 312000,
        "ys_types": 73,
    },
    "critical_path": {
        "critPathBufInv": 10,
        "cp_top_family": "buffers and inverters",
        "worstPathRequired_ns": 100.48,
        "startpoint_type": "primary input",
        "crit_path_max_fanout": 41,
        "crit_top_cell": "buf_4",
        "crit_chain": "buf_16, buf_4, buf_4, and2_4, buf_4, buf_4, buf_4, buf_4, buf_4, buf_4, a221oi_1, o22ai_1, nand2_1, nand4_1, a221oi_1, nand4_1, clkdlybuf4s50_1",
        "crit_type": "in2out",
        "critPathLaunch": "input_address[2]",
        "cp-end-kind": "output pin",
        "cp_slowest_cell": "and2_4",
        "crit_path_max_incr_delay_ns": 0.66,
        "cp.arrival_ns": 33.14,
    },
    "detailed_routing": {
        "via_per_inst": 6.337,
        "postRouteAntennaNets": 0,
        "wl_met3_um": 228800,
        "drc": 0,
        "wl_per_cell_um": 37.42,
        "route.met2.wl_um": 480900,
        "firstDrtPassIters": 21,
        "vias": 187600,
        "routed_wirelength_um": 1108000,
        "drt_iter0_drc": 15160,
        "met1_length_um": 319800,
        "top_layer_used": "met5",
    },
    "cells_and_area": {
        "largest_reg_flops": 8192,
        "drive_gt1_share_pct": 13.31,
        "final_area_um2": 353500,
        "area_delta_synth_final_pct": 13.30,
        "largest_register": "memory",
        "top_regs": "memory: 8192 flops",
    },
    "clock_tree": {
        "post_cts_buffers": 0,
        "cts_sinks": 8192,
        "htree_levels": 6,
        "cts_tree": "built",
        "clock_path_buffers": 4,
        "cts_resized": 0,
        "cts_buffers": 791,
        "root_buffer": "clkbuf_16",
        "hold_buffers": 0,
        "clk_transition_reported_paths_ns": 0.06,
    },
    "floorplanning": {
        "pin_count": 195,
        "rows": 324,
        "core-area_um2": 777900,
        "chip_area_um2": 783600,
        "dieHeight_um": 885.2,
        "fp_util_pct": 40.11,
        "die_x_um": 885.2,
    },
    "power": {
        "p_comb_share_pct": 5.8,
        "power.internal_uw": 4380,
        "netSwitchingPower_uw": 1282,
        "power_uw": 5662,
        "pwr-share-clk_pct": 40.9,
        "p_leak_uw": 0.1098,
        "vdd.ir_drop.worst_v": 0.00001765,
        "seq_power_share_pct": 53.3,
        "p_per_area_nw_per_um2": 16.02,
        "switching_share_pct": 22.65,
    },
    "placed_design": {
        "port_buffers": 136,
        "place.gp.congestion": 0.9387,
        "dpl-instance-area_um2": 328300,
        "hpwl_um": 654200,
    },
    "final_timing": {
        "slew_headroom_pct": 12.28,
        "rsz0062_at_grt": "no",
        "period_needed_ns": 58.26,
        "fmax_mhz": 17.17,
        "finalSetupViolations": 0,
        "tns_ns": 0,
        "finalCritPeriodShare_pct": 46.38,
        "worstMarginPinSlew_ns": 1.299,
        "slew_violations": 0,
        "finalHoldViolCount": 0,
    },
    "flow_run": {
        "openroad.warnings": 88,
        "maxCapViolCount": 0,
    },
    "run_status": {
        "status": "finished clean",
    },
    "grt": {
        "grt.overflow.total": 0,
        "grtUsageTotal_pct": 30.48,
        "grt_max_degree": 101,
        "grt_pass1_wl_um": 1520000,
        "antenna_found_initial": 78,
        "grt_pass1_vias": 192400,
    },
    "min_path": {
        "hold-path-endpoint": "memory[120][57]$_DFFE_PP_",
        "hp-start": "input_data[57]",
        "min_path_type": "in2reg",
        "hold_depth": 1,
    },
}
## final cells by class
| class | count | area, um^2 |
|---|---|---|
| diodes | 58 | 145.1 |
| clock buffers | 985 | 20670 |
| clock inverters | 464 | 4360 |
| fillers | 64180 | 424400 |
| inverters | 5 | 43.79 |
| multi-input cells | 8533 | 60590 |
| flip-flops and latches | 8192 | 246000 |
| well taps | 10270 | 12850 |
| repair buffers | 1096 | 8876 |
## per-layer routing
layer  track usage, %  up-vias
met4            15.36      145
met3            27.69     2805
met1            31.50    92610
met2            41.35    15470
li1                 -    76570
met5            5.730        -
## cells in the final DEF (no fill, tap or decap), drive strengths merged, types with 36 or more instances in the layout
cell type and instances:
nor2 732, mux2 223, o2bb2ai 73, mux2i 794, a221oi 1659, a31oi 117, a211oi 61, a21oi 1200
a221o 66, clkdlybuf4s50 65, bufinv 51, diode 58, a22o 41, nor2b 71, clkbuf 986, o22ai 572
o221ai 134, or3 41, a22oi 765, o21ai 584, nand2 728, edfxtp 8192, o31ai 41, mux4 36
o22a 59, buf 1030, nand4 41, clkinv 379, nor3 100, nand3 40
## how the worst max path moves through the flow
stage | endpoint | slack, ns | depth (start not counted)
CTS | output_data[14] | 67.56 | 18
global route | output_data[47] | 67.22 | 17
finish | output_data[47] | 67.34 | 17
## stage by stage
stage                     worst slack (ns)  utilization [%]  hold WS [ns]  cells
after detailed placement             67.58            42.21         25.38  28090
after floorplan                      73.49                -         25.22  18180
after global placement               67.60            42.21         25.38  28090
final                                67.34            45.44         24.17  29600
after CTS                            67.56            45.42         24.12  29540
after global routing                 67.22            45.43         24.17  29560
## power groups by stage
stage / sequential, uW / clock (uW) / combinational, uW
CTS: 3020 / 2330 / 322
global route: 3020 / 2430 / 345
finish: 3020 / 2310 / 329
## logic make-up after synthesis
| group | count (synthesis) |
|---|---|
| DFF | 8192 |
| buffers and inverters | 1456 |
| muxes | 1053 |
| and+or+nand+nor | 1860 |
| AOI/OAI and AO/OA | 5620 |
Power and IR drop assume default switching activity.
