<file path="config.mk">
export PLATFORM = sky130hd
export DESIGN_NAME = registerbank
export DESIGN_NICKNAME = registerbank
export VERILOG_FILES = /design/flow/design.v
export SDC_FILE = /design/flow/constraint.sdc
export NUM_CORES = 4
export LEC_CHECK = 1
export CORE_UTILIZATION = 40
</file>
<file path="constraint.sdc">
current_design registerbank

set clk_period 11.1
set clk_io_pct 0.2

create_clock -name clk0 -period $clk_period [get_ports {clk}]

set non_clock_inputs [all_inputs -no_clocks]
set_input_delay [expr $clk_period * $clk_io_pct] -clock clk0 $non_clock_inputs
set_output_delay [expr $clk_period * $clk_io_pct] -clock clk0 [all_outputs]
</file>
<file path="design.v">
module registerbank(clk, read_register1, read_register2, write_register, write_data, write, read_data1, read_data2);
	input clk;
	input [4:0] read_register1;
	input [4:0] read_register2;
	input [4:0] write_register;
	input [63:0] write_data;
	input write;
	output [63:0] read_data1;
	output [63:0] read_data2;
	reg [63:0] registers  [0:31];
	assign  read_data1 = registers [read_register1];
	assign  read_data2 = registers [read_register2];
	integer i;
	initial begin
		for(i=0;i<32;i=i+1)
			registers[i] = i;
			end
	always @(posedge clk)begin
		if(write==1'b1)begin
			 registers [write_register] <= write_data;
		end
	end
endmodule
</file>
<file path="run.sh">
#!/bin/bash
# OpenROAD 26Q1-2900-gdf79404cd8, Yosys 0.63+post, stock flow scripts
make -C /OpenROAD-flow-scripts/flow DESIGN_CONFIG=/design/flow/config.mk WORK_HOME=/design/flow/orfs finish
</file>
==> run notes <==
run results: outcome finished, final reports clean, switching power 0.00385 W, Top Layer Used met5, Sink Count 2,048, Post CTS Setup Buffer Count 0, Final setup violation count 0, Die Span X 487 um, Std-Cell Core Area 233,000 sq um, vias in the first global route 56,600, min Tclk post-route 8.31 ns, final WL 292,000 um, Reg with most FFs registers, max cap viols 0, number of flip-flops in the largest register 2,048, clk buf depth 3, WP data required 8.88 ns, DRT iter0 DRCs 3,247, Detailed Routing Iterations Pass 1 5, Die Area 237,000 sq um, placed insts 7,561, Post-Place Setup Slack 2.82 ns, Hold WC Path Type in2reg, grt ovf 0, wire length per cell 36.7 um, fin cells 7,945, Synth area leader edfxtp_1, setup TNS 0 ns, via count 49,800, slew margin rel. 0.263, Max-area cell share 0.654, PortBufs 208, ys async rst share 0, flops & latches, synth 2,048, crit share post-route 0.749, Met2 Wirelength 136,000 um, Overall Global Routing Usage 0.276, number of H-tree levels 4, Log Warnings 26, final hold vios 0, VDD IR-drop max 122 uV, number of core rows 177, Post-synth seq share 0.654, share of layout cells above drive strength 1 0.355, top cells by area edfxtp_1, mux4_2, mux2i_1, a221oi_1, buf_2, Worst setup SP type input pin, CTS resizes 0, Comb power frac 0.088, critical path data arrival time 6.09 ns, synth unique cells 38, highest clock rate 120 MHz, Synth Flop Type edfxtp_1, # IOs 209, Total Power 0.0173 W, synthesized area 94,100 sq um, Final HPWL DP 162,000 um, pin count of the biggest net entering global routing 82, first-pass GRT wire length 414,000 um, power per cell area 160 nW/um^2, met3 wire len 59,200 um, Syn Inst Count 4,313, RD Place Congestion 0.851, M1 WL 85,900 um, ys cells 4,313, clk slew on worst S/H paths 0.06 ns, initial antenna violation count 14, Mean Syn Cell Area 21.8 sq um, CTS tree built, DRC 0, Slowest-stage cell, CP buf_4, Root Driver clkbuf_16, hold slack 2.19 ns, Die Span Y 487 um, Worst Setup End Kind output port, Worst Path Max Fanout 63, post-cts hold buffer count 0, Max Transition Viols Final 0, Int Pwr 0.0134 W, CTS Buf Count 207, crit path kind in2out, Switching Share 0.223, Area Overhead vs Synth 14.5%, biggest regs registers (2048), Chip Area, Yosys 94,100 sq um, Clk pwr share 0.412, ANT nets after route 0, worst path cell trace buf_8, buf_12, buf_4, mux4_2, mux2i_1, a22o_1, a221oi_1, clkdlybuf4s50_1, leakage power 34.0 nW, unrepaired setup endpoints after global routing false, Post-synth EDFFs 2,048, Tightest Pin Transition 1.10 ns, min setup slack post-route 2.79 ns, Flop pwr share 0.501, Vias/cell 6.27, synth warn 1, Critical Path Max Stage Delay 0.75 ns, Init Core Util 0.404
[per-stage QoR]
stage          cell area (sq um)  utilization
3_3_place_gp              101000        0.433
6_report                  108000        0.462
3_5_place_dp              101000        0.433
2_1_floorplan              94100            -
4_1_cts                   108000        0.462
5_1_grt                   108000        0.462
[critical path: cells and delay by family]
family | cells | cell delay (ns)
AND-OR/OR-AND | 2 | 1.03
multiplexers | 2 | 0.46
buffers and inverters | 4 | 2.31
[area by class of cell]
| class | instances | area (sq um) |
|---|---|---|
| fill | 18900 | 125000 |
| sequential | 2048 | 61500 |
| multi-input combinational | 1917 | 31100 |
| clock buffer | 249 | 5400 |
| timing repair buffer | 463 | 4370 |
| tap | 3132 | 3920 |
| clock inverter | 134 | 1430 |
| inverter | 1 | 11.3 |
| antenna | 1 | 2.50 |
[cell usage after synthesis, types with 22 or more instances]
| master | instances |
|---|---|
| mux2_2 | 56 |
| edfxtp_1 | 2048 |
| clkbuf_1 | 92 |
| o21a_1 | 22 |
| a32o_1 | 38 |
| buf_2 | 129 |
| a22o_1 | 33 |
| mux2i_1 | 362 |
| buf_1 | 41 |
| mux4_2 | 1039 |
| nor2_1 | 46 |
| o22ai_1 | 38 |
| buf_4 | 75 |
| a221oi_1 | 93 |
| nand2_1 | 87 |
[power groups by stage]
stage	Clock [W]	Sequential, W	Combinational (W)
CTS	0.00722	0.00864	0.00153
global route	0.00750	0.00865	0.00162
finish	0.00711	0.00864	0.00151
[path summary, 6_finish.rpt]
path,slack (ns),cells after the start,endpoint,from
max,2.79,8,read_data1[52],read_register1[1]
min,2.19,2,registers[8][41],write_data[41]
[kinds of logic (layout without fill, tap and decap cells)]
group / count (synthesis) / in the layout / share of synthesized area
flops: 2048 / 2048 / 0.654
mux: 1457 / 1457 / 0.294
buf+inv: 348 / 847 / 0.0194
compound gates: 276 / 276 / 0.0244
simple gates: 184 / 184 / 0.00880
other cells: 0 / 1 / 0
[metal layers]
metal	global-route usage	vias to the layer above
met5	0.0206	-
met4	0.0673	38
met3	0.247	531
met2	0.395	3844
met1	0.305	25500
li1	-	19900
[cell usage in the layout, fill, tap and decap left out, drive strengths merged, types with 3 or more instances in the layout]
cell | netlist | layout
and2 | 5 | 5
buf | 255 | 264
o21a | 22 | 22
nand2 | 87 | 87
a32o | 38 | 38
a2111oi | 4 | 4
clkinv | 1 | 91
o22ai | 38 | 38
a211o | 4 | 4
mux2 | 56 | 56
and3 | 4 | 4
a21oi | 4 | 4
or3b | 3 | 3
inv | 0 | 10
bufinv | 0 | 28
mux2i | 362 | 362
clkbuf | 92 | 250
nor4 | 4 | 4
a22o | 33 | 33
a221oi | 93 | 93
clkinvlp | 0 | 6
clkdlybuf4s50 | 0 | 198
a22oi | 18 | 18
nand3b | 5 | 5
o221ai | 4 | 4
nor2 | 46 | 46
nand2b | 4 | 4
a32oi | 4 | 4
a211oi | 6 | 6
edfxtp | 2048 | 2048
mux4 | 1039 | 1039
o41ai | 4 | 4
nor2b | 19 | 19
a21o | 4 | 4
Power is estimated from default activity; no workload was simulated.
